--- /design/flow/design.v ---
module adder_sub #(
    parameter WORDSIZE = 64             
) (
    input wire [WORDSIZE-1:0] input_a,     
    input wire [WORDSIZE-1:0] input_b,   
    input wire operation,                
    output wire [WORDSIZE-1:0] result,   
    output wire overflow
);
    wire [WORDSIZE-1:0] adder_sum;   
    wire adder_overflow;             
    wire [WORDSIZE-1:0] neg_b;       
    reg [WORDSIZE-1:0] b_value;
    always @(*) begin
        case (operation)
            0: b_value = input_b;
            1: b_value = neg_b;
        endcase
    end
    opposite opp(
        .num_input(input_b),
        .num_output(neg_b)
    );
    full_adder adder(
        .a(input_a),
        .b(b_value),
        .sum(adder_sum),
        .overflow(overflow)
    );
    assign result = adder_sum;
    assign overflow = overflow;
endmodule
module full_adder #(
    parameter N = 64
) (
    input wire [N-1:0] a,      
    input wire [N-1:0] b,      
    output wire [N-1:0] sum,   
    output wire overflow       
);
    wire [N-1:0] carry_in;
    wire [N-1:0] carry_out;
    genvar i;
    generate
        for(i = 0; i < N; i = i + 1) begin
            half_adder hf(
                .a(a[i]),
                .b(b[i]),
                .sum(sum[i]),
                .cin(carry_in[i]),
                .cout(carry_out[i])
            );
        end
        for(i = 0; i < N - 1; i = i + 1)
            assign carry_in[i+1] = carry_out[i];
        assign carry_in[0] = 0;
        assign overflow = carry_out[N-1];
    endgenerate
endmodule
module half_adder (
    input wire cin,
    input wire a,
    input wire b,
    output wire sum,
    output wire cout
);
    assign sum = cin ^ (a ^ b);
    assign cout = b & (cin ^ a) | cin & a;
endmodule  
module opposite #(
    parameter WORDSIZE = 64
) (
    input wire signed [WORDSIZE-1:0] num_input,    
    output wire signed [WORDSIZE-1:0] num_output   
);  
    wire [WORDSIZE-1:0] not_num_input;
    assign not_num_input = ~num_input;
    wire [WORDSIZE-1:0] one_const;
    assign one_const = 64'h0000_0000_0000_0001;
    full_adder adder(
        .a(not_num_input),
        .b(one_const),
        .sum(num_output),
        .overflow()
    );
endmodule
--- /design/flow/run.sh ---
#!/bin/bash
# OpenROAD 26Q1-2900-gdf79404cd8, Yosys 0.63+post, stock flow scripts
make -C /OpenROAD-flow-scripts/flow DESIGN_CONFIG=/design/flow/config.mk WORK_HOME=/design/flow/orfs finish
--- /design/flow/config.mk ---
export PLATFORM = sky130hd
export DESIGN_NAME = adder_sub
export DESIGN_NICKNAME = adder_sub
export VERILOG_FILES = /design/flow/design.v
export SDC_FILE = /design/flow/constraint.sdc
export NUM_CORES = 4
export LEC_CHECK = 1
export CORE_UTILIZATION = 50
--- /design/flow/constraint.sdc ---
current_design adder_sub

set clk_period 53.8
set clk_io_pct 0.2

create_clock -name clk0 -period $clk_period

set non_clock_inputs [all_inputs -no_clocks]
set_input_delay [expr $clk_period * $clk_io_pct] -clock clk0 $non_clock_inputs
set_output_delay [expr $clk_period * $clk_io_pct] -clock clk0 [all_outputs]
==> impl_metrics.toml <==
# generated from flow reports
[floorplan]
num_rows = 32
die_h_um = 91.2
die-area_mm2 = 0.00831
fp.dieW_um = 91.2
ios = 194
core_mm2 = 0.00773
fp_util = 0.515

[synthesis]
synth_warnings = 1
ys_seq_share = 0
yosysChipArea_mm2 = 0.00398
largest_area_cell = "fa_1"
yosysCellCount = 450
syn_area_per_cell_um2 = 8.84
synth.distinct_cells = 9
area_leaders = "fa_1 32%, ha_1 20%, inv_1 18%"
synth.top_cell.area_share = 0.317
syn_area_mm2 = 0.00398
syn_inst = 450

[global_routing]
grt_use_total = 0.190
grt_overflow = 0
grt_pass1_vias = 2977
grt_pass1_wl_um = 12400
antenna_found_initial = 0
grt_max_degree = 37

[hold_path]
hold_path.class = "in -> out"

[detailed_routing]
routedWlPerCell_um = 10.8
drtIter0Drc = 22
wl_um = 7270
viasPerCell = 4.25
drc = 0
drt_pre_antenna_iters = 3
ant_nets = 0
antenna_cells_inserted = 0
dr_total_vias = 2876

[setup_path]
crit_path_end_kind = "primary output"
worst-setup-path-type = "in -> out"
slowest_delay_ps = 490
required_ps = 43040
worstPathMaxFanout = 2
critPathLaunchType = "input port"
cpMaxStageDelayCell = "clkdlybuf4s50_1"
arrival_ps = 38650
cpMostUsedCell = "fa_1"

[final_layout]
mostFrequentLayoutCells = "193 x clkdlybuf4s50_1, 189 x inv_1, 63 x fa_1, 63 x ha_1, 62 x mux2i_1"
nClkBuffers = 0
final_common_cell = "clkdlybuf4s50_1"
final-seq-area_um2 = 0
drive_above_1_share = 0.00348
flops = 0
synthToLayoutAreaGrowth_pct = 37.5

[outcome]
status = "completed"

[power_and_ir_drop]
total_power_uw = 58.1
powerDensity_mw_per_mm2 = 10.6
p_leak_nw = 3.16
peakVddDrop_mv = 0.00743

[sta]
rsz0062_at_grt = "false"
layout_min_cycle_time_ps = 49410
drv_slew = 0
setup_viol = 0
tns_ps = 0
finalHoldViolCount = 0
fin_crit_sh = 0.918
fmax_mhz = 20.2
worst_slew_pin_slew_ps = 593
slew-limit-headroom = 0.605

[cts]
holdBufCountCts = 0
cts_setup_buffers = 0
cts_resized = 0

[placement]
gp_congestion = 0.816
port_buffers = 194
hpwl_um = 6780

[job]
warnings = 33
drv_cap = 0
## per-layer routing
layer	wire length, µm	track usage	vias up
met5	0	0	-
met4	0	0	0
met3	689	0.0485	0
met2	3730	0.353	110
met1	2850	0.241	1292
li1	-	-	1474
## cell type report
type / count / area, µm²
Multi-Input combinational cell: 190 / 2690
Fill cell: 587 / 2260
Timing Repair Buffer: 195 / 1950
Inverter: 189 / 709
Tap cell: 102 / 128
## synthesized netlist by cell type
cell type and instances:
mux2i_1 62, xnor2_1 1, buf_4 64, inv_1 189, ha_1 63, buf_6 1
buf_8 6, fa_1 63, nand2b_1 1
## worst max-delay path, delay by kind of cell
kind	cells	cell delay [ps]
buffers and inverters	4	1020
muxes	1	90
adders and majority gates	64	26740
## power by group
part	total, mW	switching (mW)	internal (mW)
registers	0	0	0
clock network	0	0	0
logic	0.0581	0.0185	0.0396
total	0.0581	0.0185	0.0396
## through the flow
step | instances | hold slack (ps) | instance area [µm²] | setup slack (ps) | utilization
after floorplan | 450 | 21630 | 3980 | 5640 | -
final | 676 | 22560 | 5470 | 4390 | 0.708
after detailed placement | 676 | 22570 | 5470 | 4150 | 0.708
after global placement | 676 | 22570 | 5470 | 4270 | 0.708
after global routing | 676 | 22590 | 5470 | 3270 | 0.708
after CTS | 676 | 22580 | 5470 | 4100 | 0.708
## final timing paths
path | from | end | slack (ps) | cells after the start
min | input_a[3] | result[3] | 22560 | 5
max | input_b[0] | result[63] | 4390 | 69
## cells by family after synthesis
| logic type | count (synthesis) | synth area share |
|---|---|---|
| xor gates and xnor gates | 1 | 0.00220 |
| adders and majority gates | 126 | 0.515 |
| muxes | 62 | 0.156 |
| buffers and inverters | 260 | 0.325 |
| and+or+nand+nor | 1 | 0.00157 |
Power is estimated from default activity; no workload was simulated.
